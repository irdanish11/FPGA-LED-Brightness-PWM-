[/design/flow/run.sh]
#!/bin/bash
# OpenROAD 26Q1-2900-gdf79404cd8, Yosys 0.63+post, stock flow scripts
make -C /OpenROAD-flow-scripts/flow DESIGN_CONFIG=/design/flow/config.mk WORK_HOME=/design/flow/orfs finish
[/design/flow/config.mk]
export PLATFORM = sky130hd
export DESIGN_NAME = pwm_counter
export DESIGN_NICKNAME = pwm_counter
export VERILOG_FILES = /design/flow/design.v
export SDC_FILE = /design/flow/constraint.sdc
export NUM_CORES = 4
export LEC_CHECK = 1
export CORE_AREA = 10 10 100 100
export DIE_AREA = 0 0 110 110
[/design/flow/constraint.sdc]
current_design pwm_counter

set clk_period 4.3
set clk_io_pct 0.2

create_clock -name clk0 -period $clk_period [get_ports {clk}]

set non_clock_inputs [all_inputs -no_clocks]
set_input_delay [expr $clk_period * $clk_io_pct] -clock clk0 $non_clock_inputs
set_output_delay [expr $clk_period * $clk_io_pct] -clock clk0 [all_outputs]
[/design/flow/design.v]
module pwm_counter(pwm, strt, clk, rst_n, n_rom);
input strt; 
input clk, rst_n;
input [15:0]n_rom; 
output pwm;
reg pwm; 
reg [15:0] count_out;
localparam total=16'd50000;
reg en;
wire din;
assign din=(~strt)? 1'b1 : en;
always@(posedge clk, negedge rst_n)
begin
if(~rst_n)
en <= 1'd0;
else
en <= din;
end
always@(posedge clk, negedge rst_n)
begin
if(~rst_n )  
begin
	count_out<=16'd0;
	pwm<=1'b0;
end
else
begin
	if(en) 
	begin
		count_out<=count_out+1'd1;
		if(count_out<=total) 
		begin
			if(count_out<n_rom)
			begin
				pwm<=1'b1;
			end
			else if(count_out>n_rom)
			begin
				pwm<=1'b0;
			end
			else
			begin
				pwm<=pwm;
			end
		end  
		else	
		begin
			count_out<=16'd0;
		end
	end 
	else
	begin
		count_out<=16'd0;
	end
end 
end 
endmodule
==> notes.md <==
The following summarizes the physical implementation.

Die
After floorplanning, the core was divided into 32 placement rows. Per the OpenROAD floorplan log, the area of the die is 12100 µm². The die is 110 µm tall. The floorplan report gives the top-level pin count as 20.

The core utilization before placement is 16.3%. The core area is 7810 µm². The horizontal die size is 110 µm.

Global route
The total track usage is 4.92%. The number of global-route vias before repair is 1070. Entering global routing, the biggest net connects 19 pins. The remaining global-route overflow is 0. The wire length of the first global-routing pass is 4.89 mm.

The initial antenna violation count is 0.

Critical path
Data arrives at the worst endpoint at 2.57 ns. The kind of start point of the critical path is an input port. Per STA, the worst path is made up of clkdlybuf4s50_1, inv_1, ha_1, nand4_1, or4_1, a21oi_1, o41ai_2. The worst setup path startpoint is n_rom[10]. The maximum fanout along the worst path is 2.

The required time at the worst endpoint is listed as 4.41 ns. The setup path with the least slack is of type in -> reg. On the critical path, the stage with the largest delay is an instance of sky130_fd_sc_hd__or4_1. The critical path depth in cells is 7.

The worst register-to-register path has a depth of 5. The cell class contributing the biggest share of worst-path delay is simple AND/OR/NAND/NOR gates. The longest individual stage delay on the worst path is 0.51 ns.

Looking at the reg2reg group, the worst path starts from count_out[2]$_DFF_PN0_. The count of buffer and inverter cells on the critical path is 2. The worst setup path is captured at a flip-flop.

STA
The final report lists the setup-violating endpoint count as 0. Per the timing report, the achievable frequency comes out to 406 MHz. The minimum period implied by the final worst setup slack is 2.46 ns. Adding up every negative setup slack in the final design gives 0 ns. The worst-margin pin slew is 0.795 ns. Setup repair after global routing left no endpoint under its margin.

The final critical-path share of the clock period is 57.3%. Max-slew check failures listed in the final report amount to 0. The max-slew check reports its worst relative slack as 46.8%.

The final worst hold slack is 0.474 ns. The final hold violation count is 0. For the final database, setup skew stands at 0.00343 ns.

Power and ir drop
The worst vdd rail ir drop is 0.0902 mV. The part of the total power dissipated in the clock network is 24.4%. The net load switching power is 189 µW. The script computed a power per unit cell area of 343 nW/µm². The proportion of power drawn by combinational gates is 30.0%. The internal power of the cells totals 366 µW. The switching share of total power is 34.1%.

Sequential cells burn 45.6% of the power. The leakage component of the power was reported as 0.770 nW.

Logic synthesis
The primary flip-flop cell chosen by synthesis mapping is sky130_fd_sc_hd__dfrtp_1. The basic-gate share of the synthesized area counting and, or, nand and nor cells is 20.9%. The number of cells produced by synthesis is 141. For this run, the register share of the synthesized area comes to 35.5%. The cell count listed in synth_stat.txt is 141. In the Yosys stats the netlist draws on 28 distinct library cells. The area fraction in full adders, half adders and majority gates is 17.8%. The average instance area after synthesis is 9.00 µm². For reference, the top logic cell family by area is simple AND/OR/NAND/NOR gates. The combined area of all synthesized cells is 1270 µm².

After Yosys synthesis, AND-OR and OR-AND compound gates account for 9.27% of the synthesized area. The total of warnings raised by yosys is 1. The share of synthesized registers carrying an async set or reset is 100%. In this run, synthesis produced a sequential element count of 18. The post-synth count of flops with an enable pin is 0.

The chip area line in the Yosys stat output reads 1270 µm². The post-synthesis xor/xnor area fraction is 8.97%. The mux contribution to synthesized area is 0%.

CTS
The TritonCTS clock tree is done. The worst-skew pair later-pin latency is 0.25 ns. After clock tree synthesis, the clock-pin slew on the worst setup and hold paths is 0.07 ns. Looking at the clock tree report, the root buffer type is sky130_fd_sc_hd__clkbuf_8. Looking at the post-CTS report, the setup buffer insertion count equals 0. The total clock sinks is 18. After clock tree synthesis, the repair step resized 0 gates. The hold buffer count at cts is 0. The number of buffers on the longest clock path is 2. Counting the buffers created by CTS gives 3. The number of H-tree levels is 1.

Run
The tool flagged a number of max-cap violations equal to 0. The total number of warnings across the stage logs is 26.

Place
RePlAce ended its routability-driven mode at a weighted congestion of 0.829. Port buffering added 19 buffers. The detailed-placement wirelength estimate is 2.27 mm.

Min path
The launch point of the worst min-delay path is recorded as en$_DFFE_PN0N_. The worst min-delay path category is reg -> reg. Counting instances, the worst hold path has a depth of 1.

Routing
The repair_antennas step left the layout with diodes totalling 0. The total vias in the final route is 1000. The number of DRC violations after detailed routing is 0. In this run the remaining antenna-violating nets after routing total 0. The first-pass iteration count of the detailed router is 4. The average via count per standard cell is 3.82. Summed over all layers, the routed wires come to 2.81 mm. The post-detailed-route wirelength per cell is 10.7 µm. The number of DRC markers after the initial detailed-route iteration is 25.

Run status
The flow ran to the end, and the final reports show no timing, DRC or antenna violations.

Final layout
The share of final-layout standard cells stronger than drive strength 1 is 3.75%. The layout overhead on the synthesized area is 27.4%.
## flip-flops by register name, indices dropped and copies added, names as in the netlist
name and flops:
count_out 16, en 1, pwm 1
## area by class of cell
cell class | count | area, µm²
fillers | 845 | 6190
multi-input cells | 100 | 722
clock buffers | 4 | 55.1
inverters | 19 | 71.3
flip-flops and latches | 18 | 450
well taps | 102 | 128
repair buffers | 19 | 190
## per-layer routing
layer  vias up  wire length [µm]  track usage [%]
met4         0                24            0.558
met3         2               135             1.47
met5         -                 0                0
met1       468              1270             6.11
met2         8              1380             8.51
li1        522                 -                -
## placed cells by master (no fill, tap or decap), types with 2 or more instances in the layout
cell type | netlist | layout
sky130_fd_sc_hd__xor2_1 | 10 | 10
sky130_fd_sc_hd__xnor2_1 | 3 | 3
sky130_fd_sc_hd__nand2_1 | 7 | 7
sky130_fd_sc_hd__o21ai_0 | 4 | 4
sky130_fd_sc_hd__ha_1 | 18 | 18
sky130_fd_sc_hd__dfrtp_1 | 18 | 18
sky130_fd_sc_hd__a21oi_1 | 8 | 8
sky130_fd_sc_hd__nand3_1 | 5 | 5
sky130_fd_sc_hd__nand4_1 | 9 | 9
sky130_fd_sc_hd__clkbuf_8 | 0 | 4
sky130_fd_sc_hd__nor2_1 | 18 | 18
sky130_fd_sc_hd__inv_1 | 19 | 19
sky130_fd_sc_hd__and3_1 | 4 | 4
sky130_fd_sc_hd__clkdlybuf4s50_1 | 0 | 19
sky130_fd_sc_hd__and4_1 | 2 | 2
## through the flow
stage	util (%)	std cells	instance area (µm²)	setup slack, ns	total power, mW
final	20.7	262	1620	1.84	0.555
after global placement	20.0	258	1560	1.58	0.416
after CTS	20.7	262	1620	1.83	0.562
after floorplan	-	141	1270	2.19	0.361
after detailed placement	20.0	258	1560	1.56	0.423
after global routing	20.7	262	1620	1.72	0.605
## Yosys cell counts (all sizes together) (2+ instances only)
master,number,area share (%)
xor2,10,6.9
nand3,5,2.0
nand4,9,4.4
and4,2,1.4
nand2,7,2.1
nor2,18,5.3
dfrtp,18,36
inv,19,5.6
ha,18,18
o21ai,4,1.6
a21oi,8,3.2
xnor2,3,2.1
and3,4,2.0
buf,3,1.7
## logic make-up after synthesis
| group | count (synthesis) |
|---|---|
| xor gates and xnor gates | 13 |
| AOI/OAI and AO/OA | 18 |
| and+or+nand+nor | 51 |
| adders and majority gates | 18 |
| buffers and inverters | 23 |
| DFF | 18 |
## power groups by stage
stage	Clock [mW]	Combinational, mW	Sequential [mW]
finish	0.135	0.167	0.253
CTS	0.141	0.168	0.253
global route	0.146	0.198	0.261
## final timing paths
check / to / slack [ns]
min in group asynchronous: pwm$_DFFE_PN0P_ / 1.07
max in group asynchronous: count_out[7]$_DFF_PN0_ / 2.73
worst max-delay path: pwm$_DFFE_PN0P_ / 1.84
worst min-delay path: en$_DFFE_PN0N_ / 0.47
worst min register to register: en$_DFFE_PN0N_ / 0.47
worst max register to register: pwm$_DFFE_PN0P_ / 2.38
No activity file was given, so power comes from the tool's default toggle rates.
